## config.mk

```make
export PLATFORM = sky130hd
export DESIGN_NAME = rom_port_data
export DESIGN_NICKNAME = rom_port_data
export VERILOG_FILES = /design/flow/design.v
export SDC_FILE = /design/flow/constraint.sdc
export NUM_CORES = 4
export LEC_CHECK = 1
export CORE_UTILIZATION = 30
export SYNTH_HDL_FRONTEND = slang
```

## constraint.sdc

```tcl
current_design rom_port_data

set clk_period 21.3
set clk_io_pct 0.2

create_clock -name clk0 -period $clk_period [get_ports {CLK}]

set non_clock_inputs [all_inputs -no_clocks]
set_input_delay [expr $clk_period * $clk_io_pct] -clock clk0 $non_clock_inputs
set_output_delay [expr $clk_period * $clk_io_pct] -clock clk0 [all_outputs]
```

## design.v

```verilog
module rom_port_data(input 				CLK, Reset_h, in_air, move_right, move_left, crouch, kick, punch, dir, p_hit, p_lose,
							input [4:0]			count,
							input logic [2:0] run_state,
							input logic [9:0] drawxsig, drawysig, boxxsig, boxysig, boxsizex,
							output	logic [15:0] rom_add
							);
logic [15:0] add, bigadd;
always_ff @ (posedge CLK)
begin
if (Reset_h)
	begin
		rom_add <= 15'b0;
	end
else if (p_lose)
	begin
		if (dir == 1'b0)
			rom_add <= 30976 + ((drawxsig - boxxsig)/2 + (drawysig - boxysig)/2 * 64);
		else
			rom_add <= 30976 + (63 - (drawxsig - boxxsig)/2 + (drawysig - boxysig)/2 * 64);
	end
else if (p_hit)
	rom_add <= 25600 + add;
else if (in_air == 1'b1 && !move_right && !move_left)
	rom_add <= 2048 + add;
else if (in_air == 1'b1)		 
	rom_add <= 16896 + add;
else if (crouch == 1'b1)		 
	rom_add <= 4096 + add;
else if (run_state == 3'b001)
	if (boxsizex == 64)
		rom_add <= 6144 + add;
	else
		rom_add <= 13568 + bigadd;
else if (run_state == 3'b010)
	rom_add <= 8192 + add;
else if (run_state == 3'b011)
	rom_add <= 10240 + bigadd;
else if (run_state == 3'b100)
	rom_add <= 13568 + bigadd;
else if (kick)
	rom_add <= 18944 + bigadd;
else if (punch)
	rom_add <= 22272 + bigadd;
else if (in_air == 1'b0 && crouch == 1'b0 && run_state == 3'b000 && !kick)
	if (boxsizex == 64)
		rom_add <= add;
end
always_comb
begin
	add = ((drawxsig - boxxsig)/2 + (drawysig - boxysig)/2 * 32);
	bigadd = ((drawxsig - boxxsig)/2 + (drawysig - boxysig)/2 * 52);
	if (dir == 1'b1)
	begin
		add = (31 - (drawxsig - boxxsig)/2) + (drawysig - boxysig)/2 * 32;
		bigadd = (51 - (drawxsig - boxxsig)/2) + (drawysig - boxysig)/2 * 52;
	end
end
endmodule
```

## run.sh

```bash
#!/bin/bash
# OpenROAD 26Q1-2900-gdf79404cd8, Yosys 0.63+post, stock flow scripts
make -C /OpenROAD-flow-scripts/flow DESIGN_CONFIG=/design/flow/config.mk WORK_HOME=/design/flow/orfs finish
```

==> flow_metrics.tcl <==
# collected from the flow reports
set metrics [dict create \
    viasPerCell 5.17 \
    slew_headroom_pct 44.6 \
    areaGrowthSynthToFinish_pct 16.4 \
    fp.dieH_um 163 \
    critPathLaunch "boxysig[2]" \
    cts_tree "built" \
    avgRoutedWirePerCell_um 14.9 \
    r2r_start "rom_add[12]" \
    track_usage_pct 16.7 \
    setup_violations 0 \
    dp_hpwl_um 17600 \
    critPathKind "input port to register" \
    rows 58 \
    htreeDepth 1 \
    area_leaders "ha_1 25%, xnor2_1 8.5%, inv_1 6.4%" \
    ys_seq_elements 16 \
    ys_async_sr_fraction_pct 0 \
    ys_warn_count 0 \
    cp.buffers_inverters 6 \
    ys_chip_area_um2 7770 \
    seq_area_um2 320 \
    cts.repair.resized 0 \
    max_freq_mhz 84.9 \
    io_buffers 79 \
    finalSetupTns_ps 0 \
    crit_path_frequent_cell "inv_1" \
    cp.arrival_ps 11930 \
    grt_antenna_before_repair 0 \
    drt-total-wl_um 21400 \
    avgSynthCellArea_um2 7.49 \
    synthCells 1037 \
    globalplace.congestion 0.989 \
    nFillCells 2684 \
    grt_overflow 0 \
    clock_latency_ps 250 \
    clk_pin_slew_ps 60 \
    final_hold_viol_count 0 \
    vias 7419 \
    core_um2 25300 \
    post_cts_buffers 0 \
    cts-buffers-inserted 3 \
    cp_slowest_cell "fa_1" \
    top_area_share_pct 25.1 \
    ant_nets 0 \
    fin_util_pct 35.8 \
    start_kind "input port" \
    drtIter0Drc 513 \
    final-comb-area_um2 6830 \
    seq_area_frac_synth_pct 4.12 \
    fin_crit_ps 11780 \
    chip_area_um2 26500 \
    cts_root_buf "clkbuf_16" \
    tool_warnings 77 \
    layout-drive-gt1-share_pct 4.79 \
    grt_pass1_wl_um 35300 \
    synth-main-ff-cell "dfxtp_1" \
    synth.largest_area_cell "ha_1" \
    skew_ps 0 \
    drcViolationCount 0 \
    synth-edff-count 0 \
    holdCritStartpoint "rom_add[3]" \
    cts_hold_buf 0 \
    cpPeakStageDelay_ps 540 \
    synth_area_um2 7770 \
    maxSlewViolCount 0 \
    yosys_cells 1037 \
    largest_reg_flops 16 \
    drv_cap 0 \
    finalClockPeriodUsage_pct 55.3 \
    fp_util_pct 30.8 \
    clock-sinks 16 \
    status "complete, no violations" \
    crit_fanout 12 \
    rsz0062_at_grt "false" \
    synth_cell_types 81 \
    cts_buffer_depth 2 \
    reg_top3 "rom_add: 16 flops" \
    regMostFlops "rom_add" \
    ios 85 \
    grt_max_degree 48 \
    dr.pass1.iters 5 \
    grt_pass1_vias 6904 \
    worst_pin_slew_ps 809 \
    diodes 0 \
    worstPathRequired_ps 21450 \
    worstSetupEndpointType "register" \
    crit_family "AND-OR/OR-AND gates" \
    dieWidth_um 163 \
    hp-class "register to register" \
]
## cell usage after synthesis (4+ instances only)
cell type,count
a22oi_1,4
a21o_1,17
dfxtp_1,16
o21bai_1,12
nor3_1,19
nor2b_1,13
clkbuf_1,19
o21ai_1,5
a31oi_1,11
fa_1,17
xnor2_1,75
nand2_1,72
a221oi_1,11
nand2b_1,15
o21ai_0,66
nand3_1,10
a21oi_2,4
buf_1,4
o22ai_1,5
a21oi_1,80
or3_1,4
inv_1,132
nor2_1,78
o211a_1,6
o211ai_1,17
mux2i_1,13
xor2_1,27
ha_1,156
o31ai_1,4
and3_1,6
a211oi_1,19
o21a_1,14
## area by class of cell
cell class              instances  share of cell area (%)
multi-input cells             860                    75.6
repair buffers                 92                    9.77
inverters                     134                    5.56
well taps                     330                    4.57
flip-flops and latches         16                    3.54
clock buffers                   4                   0.982
## tightest hold or removal path: stages, from the launching register on
cell,delay [ps]
dfxtp_1,310
nand2_1,50
a21oi_1,50
## cells by family after synthesis
group / after synthesis / share of synthesized area [%]
and+or+nand+nor: 236 / 14.1
buffers and inverters: 161 / 7.88
adders and majority gates: 173 / 29.5
xor gates and xnor gates: 105 / 12.4
AOI/OAI and AO/OA: 327 / 29.1
DFF: 16 / 4.12
muxes: 19 / 2.87
## worst paths after layout
kind | slack [ps] | cells after the start | endpoint
max | 9520 | 32 | rom_add[13]
min | 450 | 2 | rom_add[3]
max reg2reg | 20050 | 4 | rom_add[12]
min reg2reg | 450 | 2 | rom_add[3]
## through the flow
step                      setup slack, ps  cell area (µm²)  std cells  hold slack, ps
after global routing                 8940             9040       1436             471
after floorplan                     10720             7770       1037             417
after global placement               9300             8950       1432             441
final                                9520             9040       1436             453
after CTS                            9510             9040       1436             454
after detailed placement             9260             8950       1432             447
## metal layers
metal / vias to the layer above / routed length, µm / share of wire (%) / global-route usage (%)
li1: 3834 / - / - / -
met1: 3372 / 10500 / 49 / 25.4
met2: 198 / 9510 / 44 / 27.0
met3: 15 / 1210 / 5.7 / 1.38
met4: 0 / 146 / 0.68 / 1.10
met5: - / 0 / 0 / 0
## cell usage in the layout, fill, tap and decap left out, types with 19 or more instances in the layout
cell             synthesis  layout
a211oi_1                19      19
inv_1                  132     132
clkdlybuf4s50_1          0      78
nor3_1                  19      19
xor2_1                  27      27
nor2_1                  78      78
nand2_1                 72      72
o21ai_0                 66      66
ha_1                   156     156
a21oi_1                 80      80
xnor2_1                 75      75
