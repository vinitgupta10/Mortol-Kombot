**design.v**
```verilog
module player2 (
	input logic CLK,
	input logic RESET,
	input  logic AVL_READ,					 
	input  logic AVL_WRITE,					 
	input  logic AVL_CS,					 
	input  logic [3:0] AVL_BYTE_EN,			 
	input  logic [11:0] AVL_ADDR,			 
	input  logic [31:0] AVL_WRITEDATA,		 
	output logic [31:0] AVL_READDATA,		 
	output [7:0] gen_keycode, 
	output [2:0] game_mode
);
logic [31:0] LOCAL_REG [4];  
logic [31:0] wdata;
always_ff @(posedge CLK) begin
	if (RESET)
		begin
			for (int i = 0; i < 4; i++)
				LOCAL_REG[AVL_ADDR] <= 32'b0;
		end
	else if (AVL_WRITE)
		begin
			LOCAL_REG[AVL_ADDR] <= wdata;
		end
	else if (AVL_READ)
		begin
			AVL_READDATA <= LOCAL_REG[AVL_ADDR];
		end
end
always_comb begin
		unique case(AVL_BYTE_EN)
			4'b1111 : wdata = AVL_WRITEDATA;
			4'b1100 : wdata = {AVL_WRITEDATA[31:16], LOCAL_REG[AVL_ADDR][15:0]};
			4'b0011 : wdata = {LOCAL_REG[AVL_ADDR][31:16], AVL_WRITEDATA[15:0]};
			4'b1000 : wdata = {AVL_WRITEDATA[31:24], LOCAL_REG[AVL_ADDR][23:0]};
			4'b0100 : wdata = {LOCAL_REG[AVL_ADDR][31:24], AVL_WRITEDATA[23:16], LOCAL_REG[AVL_ADDR][15:0]};
			4'b0010 : wdata = {LOCAL_REG[AVL_ADDR][31:16], AVL_WRITEDATA[15:8], LOCAL_REG[AVL_ADDR][7:0]};
			4'b0001 : wdata = {LOCAL_REG[AVL_ADDR][31:8], AVL_WRITEDATA[7:0]};
			default : wdata = LOCAL_REG[AVL_ADDR];
		endcase
end
assign gen_keycode = LOCAL_REG[0][7:0];
assign game_mode = LOCAL_REG[0][10:8];
endmodule
```
**run.sh**
```bash
#!/bin/bash
# OpenROAD 26Q1-2900-gdf79404cd8, Yosys 0.63+post, stock flow scripts
make -C /OpenROAD-flow-scripts/flow DESIGN_CONFIG=/design/flow/config.mk WORK_HOME=/design/flow/orfs finish
```
**config.mk**
```make
export PLATFORM = sky130hd
export DESIGN_NAME = player2
export DESIGN_NICKNAME = player2
export VERILOG_FILES = /design/flow/design.v
export SDC_FILE = /design/flow/constraint.sdc
export NUM_CORES = 4
export LEC_CHECK = 1
export CORE_UTILIZATION = 50
export SYNTH_HDL_FRONTEND = slang
```
**constraint.sdc**
```tcl
current_design player2

set clk_period 4.4
set clk_io_pct 0.2

create_clock -name clk0 -period $clk_period [get_ports {CLK}]

set non_clock_inputs [all_inputs -no_clocks]
set_input_delay [expr $clk_period * $clk_io_pct] -clock clk0 $non_clock_inputs
set_output_delay [expr $clk_period * $clk_io_pct] -clock clk0 [all_outputs]
```
==> results.toml <==
# generated from flow reports
[outcome]
outcome = "finished, final reports clean"

[cts]
clk_path_buf_depth = 2
clkSinkCount = 160
worst_skew_pair.late_latency_ns = 0.42
deepest_level_of_the_cts_h_tree = 4
cts.clk_slew.worst_paths_ns = 0.06
ctsHoldBuffers = 0
post-cts-setup-buffers = 0
tritoncts = "done"
cts.root.buffer_cell = "clkbuf_16"
cts_inserted_buffers = 17
postCtsResizedCells = 0

[critical_path]
timing.critical_path.buf_inv = 2
critical_path.top_delay_family = "simple AND/OR/NAND/NOR gates"
sort_of_element_at_the_end_of_the_critical_path = "register"
crit_path_start = "AVL_WRITE"
slowest_delay_ns = 0.53
worstSetupPathType = "in2reg"
timing.critical_path.arrival_ns = 2.59
critical_path.reg2reg.startpoint = "LOCAL_REG[0][7]"
cpMaxStageDelayCell = "and2_2"
critPathMaxFanout = 17
critical_path_required_ns = 4.50
nature_of_the_critical_path_startpoint = "primary input"
critical_path.cell_chain = "clkdlybuf4s50_1, nor2_1, and2_2, buf_4"

[place]
gp_congestion = 0.788
numPortBuffers = 84
dp.final_hpwl_mm = 6.94

[floorplanning]
boundaryPins = 96
chip_area_sq_mm = 0.0129
floorplan.die.height_um = 113
die_width_um = 113
core_sq_mm = 0.0121
fp_util = 0.514
std_cell_rows = 40

[detailed_routing]
postRouteWirelength_mm = 11.2
avg_vias_per_cell = 5.55
detailedRoute.firstPassIterationCount = 4
iteration_0_drc_markers = 109
route.met2.wl_mm = 5.71
dr.max_layer_used = "met4"
route.detailed.wl_per_inst_um = 20.7
detail_route.antenna_diodes = 0
antenna_violating_nets_post_route = 0
detailroute.wirelength.met3_mm = 1.00
m1WireLength_mm = 4.31
detailroute.via_count = 2998
drcViolationCount = 0

[logic_synthesis]
synth_area_leader_cell = "edfxtp_1"
synth.avg_cell_area_sq_um = 23.3
synth-seq-area-share = 0.775
synthTopCellsByCount = "edfxtp_1 (160), a22o_1 (32), mux4_2 (27)"
yosys_register_bits = 160
yosys_area_sq_mm = 0.00620
syn-cell-area_sq_mm = 0.00620
synth-warning-count = 0
synth_async_sr_flop_share = 0
synthFlopType = "edfxtp_1"
syn_inst = 266
enable_flop_cells = 160
synth-cells-yosys = 266
synth_cell_type_count = 21
yosysTopAreaCellShare = 0.775
netlist.top_cell.by_instances = "edfxtp_1"
netlist_top_cells_area = "edfxtp_1 (77%), mux4_2 (9.8%), a22o_1 (4.5%), mux4_1 (2.1%), buf_4 (1.3%)"

[final_layout]
fillers = 849
drive_gt1_frac = 0.210
area_growth_syn_to_layout_pct = 24.2
final_core_util = 0.639

[timing]
finalHoldViolCount = 0
setup_violations = 0
setup_repair_after_global_routing_missed_its_margin = "no"
layout_worst_path_cycle_share = 0.567
slew_violations = 0
timing.max_slew.rel_slack = 0.542
worstMarginPinSlew_ns = 0.686
period_needed_ns = 2.49
totalNegativeSetupSlack_ns = 0
final.setup_skew_ns = 0.00582
max_clock_freq_mhz = 401

[power]
switching_share = 0.191
p_per_area_mw_per_mm2 = 432
seq_power_share = 0.532
p_int_uw = 2690
p_clk_frac = 0.401
leakage_uw = 0.00256
combPwrFrac = 0.067
worst_ir_drop_vdd_uv = 287
switchingPower_uw = 637
report.power.total_uw = 3330

[worst_hold_path]
hold_path.class = "reg2reg"
worst_hold_startpoint = "LOCAL_REG[2][23]"

[global_routing]
antenna_violations_before_repair = 0
grt_max_degree = 28
gr-usage-all-layers = 0.209
grt_first_pass_wirelength_mm = 17.3
grt_overflow_total = 0
first_global_vias = 3256

[job]
tool_warning_count = 36
max-cap-violations = 0
## worst register-to-register path, cell delays in order (launching register included)
cell	delay, ns
edfxtp_1	0.39
mux4_1	0.54
a22o_1	0.27
## final timing paths
check,cells past startpoint,slack (ns),end
worst min register to register,1,0.65,AVL_READDATA[23]
worst max register to register,2,2.94,LOCAL_REG[3][7]
worst min-delay path,1,0.65,AVL_READDATA[23]
worst max-delay path,4,1.91,AVL_READDATA[14]
## power groups by stage
| stage | logic [uW] | clock network (uW) | registers [uW] |
|---|---|---|---|
| CTS | 228 | 1360 | 1770 |
| global route | 244 | 1420 | 1780 |
| finish | 224 | 1330 | 1770 |
## registers in the layout, indices dropped and copies added, names as in the netlist
name and flops:
AVL_READDATA 32, LOCAL_REG 128
## logic make-up (layout without fill, tap and decap cells)
family,Yosys count,in the layout,synth area share
simple gates,17,17,0.0274
compound gates,36,36,0.0508
buf+inv,21,127,0.0280
flops,160,160,0.775
mux,32,32,0.119
## stage by stage
stage	hold slack (ns)	worst slack, ns	std cells	area (sq um)
floorplan	0.622	0.264	266	6200
global placement	0.632	1.43	508	7170
detailed placement	0.639	1.43	508	7170
CTS	0.652	1.87	540	7710
global route	0.673	1.74	540	7710
finish	0.648	1.91	540	7710
## routing by layer
metal	GRT usage	up-vias
met5	0	-
met4	0.0307	0
met3	0.103	14
met2	0.324	152
met1	0.313	1502
li1	-	1330
## area by class of cell
| class | count | area, sq um | area share |
|---|---|---|---|
| Multi-Input combinational cell | 85 | 1240 | 0.161 |
| Timing Repair Buffer | 95 | 913 | 0.119 |
| Sequential cell | 160 | 4800 | 0.623 |
| Clock inverter | 11 | 96.3 | 0.0125 |
| Clock buffer | 21 | 440 | 0.0571 |
| Tap cell | 168 | 210 | 0.0273 |
## cell usage in the layout, fill, tap and decap left out, drive strengths merged
cell,synthesis,layout
clkinv,0,9
nand2b,1,1
and3b,1,1
bufinv,0,2
a21oi,4,4
buf,19,13
a22o,32,32
and4,1,1
clkbuf,2,21
nor2,1,1
clkdlybuf4s50,0,82
nand4,1,1
or3b,4,4
edfxtp,160,160
nor3b,6,6
nor3,1,1
and2,1,1
mux4,32,32
Power is estimated from default activity; no workload was simulated.
